==> design.v <==
module vgac (vga_clk,clrn,d_in,row_addr,col_addr,rdn,r,g,b,hs,vs);  
   input     [11:0] d_in;      
   input            vga_clk;   
   input            clrn;
   output reg [8:0] row_addr;  
   output reg [9:0] col_addr;  
   output reg [3:0] r,g,b;  
   output reg       rdn;       
   output reg       hs,vs;     
   reg [9:0] h_count;  
   always @ (posedge vga_clk) begin
       if (!clrn) begin
           h_count <= 10'h0;
       end else if (h_count == 10'd799) begin
           h_count <= 10'h0;
       end else begin 
           h_count <= h_count + 10'h1;
       end
   end
   reg [9:0] v_count;  
   always @ (posedge vga_clk or negedge clrn) begin
       if (!clrn) begin
           v_count <= 10'h0;
       end else if (h_count == 10'd799) begin
           if (v_count == 10'd524) begin
               v_count <= 10'h0;
           end else begin
               v_count <= v_count + 10'h1;
           end
       end
   end
    wire  [9:0] row    =  v_count - 10'd35;      
    wire  [9:0] col    =  h_count - 10'd143;     
    wire        h_sync = (h_count > 10'd95);     
    wire        v_sync = (v_count > 10'd1);      
    wire        read   = (h_count > 10'd142) &&  
                         (h_count < 10'd783) &&  
                         (v_count > 10'd34)  &&  
                         (v_count < 10'd515);    
    always @ (posedge vga_clk) begin
        row_addr <=  row[8:0];  
        col_addr <=  col;       
        rdn      <= ~read;      
        hs       <=  h_sync;    
        vs       <=  v_sync;    
        r        <=  rdn ? 4'h0 : d_in[3:0];  
        g        <=  rdn ? 4'h0 : d_in[7:4];  
        b        <=  rdn ? 4'h0 : d_in[11:8];  
    end
endmodule
==> run.sh <==
#!/bin/bash
# OpenROAD 26Q1-2900-gdf79404cd8, Yosys 0.63+post, stock flow scripts
make -C /OpenROAD-flow-scripts/flow DESIGN_CONFIG=/design/flow/config.mk WORK_HOME=/design/flow/orfs finish
==> config.mk <==
export PLATFORM = sky130hd
export DESIGN_NAME = vgac
export DESIGN_NICKNAME = vgac
export VERILOG_FILES = /design/flow/design.v
export SDC_FILE = /design/flow/constraint.sdc
export NUM_CORES = 4
export LEC_CHECK = 1
export CORE_AREA = 10 10 114 114
export DIE_AREA = 0 0 124 124
export SYNTH_HDL_FRONTEND = slang
==> constraint.sdc <==
current_design vgac

set clk_period 3.8
set clk_io_pct 0.2

create_clock -name clk0 -period $clk_period [get_ports {vga_clk}]

set non_clock_inputs [all_inputs -no_clocks]
set_input_delay [expr $clk_period * $clk_io_pct] -clock clk0 $non_clock_inputs
set_output_delay [expr $clk_period * $clk_io_pct] -clock clk0 [all_outputs]
==> Table 3: Implementation characteristics <==
Table: implementation figures

Parameter                              Value

Outcome
  Run status    completed

Drt
  Number of vias per cell after detailed routing    ~4.0
  Amount of wire on met2 after detailed routing    1.90 mm
  Top routing layer in use    met4
  TritonRoute pass-1 iters    4
  Detailed router's first-iteration violation count    ~68
  Routed length on met3    338 µm
  Number of remaining DRC errors    0
  Final Routed Wirelength    4.53 mm
  Average routed wire per standard cell    12.0 µm
  Antenna diode instance count    0
  Number of vias after detailed routing    1520
  Wire length the detailed router placed on met1    2.22 mm
  Number of routed nets with antenna violations    0

Run
  OpenROAD warning count    30
  Maximum capacitance violations    0

Yosys
  Cell count in the Yosys report    200
  Distinct cells, synth    40
  Top comb family, area    simple AND/OR/NAND/NOR gates
  Syn_area_per_cell    10.8 µm²
  Post-synth regs    54
  Area fraction in and, or, nand and nor cells after synthesis    0.209
  Synthesis area per yosys    2160 µm²
  Multiplexer area fraction after synthesis    0.00464
  Gate count of the mapped netlist    200
  Adder-cell share of the synthesized area    0.0406
  AND-OR/OR-AND Cells, Area Fraction    0.0679
  Total number of yosys warnings    0
  Flip-flops with a built-in enable    0
  Most instantiated flip-flop cell in the synthesis netlist    sky130_fd_sc_hd__dfxtp_1
  Xor/xnor share    0.0975
  Total standard cell area after synthesis    approximately 2200 µm²
  Fraction of registers with async set or reset after synthesis    0.185
  Fraction of the yosys area taken by sequential cells    0.525

Pwr
  Peak supply drop    approximately 0.14 mV
  Leakage power    1.07 nW
  Power Dens Cells    351 nW/µm²

Clocking
  Total of hold buffers inserted after clock tree synthesis    0
  Cell at the root of the clock tree    sky130_fd_sc_hd__clkbuf_8
  Worst-case clock buffer depth    2
  Worst-path clk slew    about 0.090 ns
  Clk latency late pin    0.30 ns
  Post-CTS setup buffer count    0
  # resized after CTS    0
  TritonCTS clock tree    done
  Number of buffers inserted during clock tree synthesis    5
  Number of sinks handled by clock tree synthesis    54
  H-Tree Level Count    2

Finish
  Area grow syn2layout    30.1%
  Dominant logic cell type in the layout    sky130_fd_sc_hd__clkdlybuf4s50_1
  Fill cell instance count of the final layout    1073
  Ratio of cells with drive above 1 in the final layout    0.0622
  Post-Layout Inst Area    2800 µm²
  Top logic cells by instance count in the layout    sky130_fd_sc_hd__clkdlybuf4s50_1 (47), sky130_fd_sc_hd__dfxtp_1 (44), sky130_fd_sc_hd__xor2_1 (16)

Worst setup path
  Cell with the largest stage delay on the worst path    sky130_fd_sc_hd__dfxtp_1
  Total stage count of the critical path    1
  Endpoint arrival time on the critical path    1.44 ns
  Family with the most delay on the worst path    flip-flops
  Setup crit start kind    flop
  Cell chain of the critical path    clkdlybuf4s50_1
  CP max stage delay    0.59 ns
  Crit path max fanout    13
  Worst Setup End Kind    output port
  Endpoint required time on the critical path    3.04 ns
  Slack of the worst reg-to-reg path    1.90 ns
  Number of buffer and inverter instances along the worst setup path    1
  Worst Reg-to-Reg Cells    5
  Start-to-end type of the worst setup path    reg2out

Final timing
  Final hold viol count    0
  Unrepaired setup endpoints after global routing    no
  Worst relative slew slack    0.525
  Final clock period utilization by the worst path    0.579
  Accumulated negative setup slack    0 ns
  Worst-case hold slack    0.466 ns
  Max Clock Skew    0.00379 ns
  Count of final setup violators    0
  Post-layout min period    2.20 ns
  Max Fclk    454 MHz
  Slew at the pin with the worst max-slew slack    roughly 0.71 ns
  Max-slew violation count    0

Placement
  Post-place instance area    between 2000 and 3000 µm²
  Final HPWL from detailed placement    between 3 and 4 mm
  Placer Congestion    between 0.8 and 0.9
  PortBufs    between 40 and 50

Floorplan
  Die Y-Extent    approximately 120 µm
  Top-level I/O count    roughly 48
  Chip Area    ~15000 µm²
  Total core area    10400 µm²
  Effective utilization at floorplan    0.207
  Width of the die    124 µm
  Rows    37

Global route
  Global router's overall resource usage    0.0573
  Vias in the first global route    1410
  Pin count of the biggest net entering global routing    17
  Total global routing overflow    0
  Global-route wire length before repair    between 7 and 8 mm
  Number of antenna violations at the first check in global routing    0

Min path
  Path type of the worst min-delay path    reg2reg
  Cells on Worst Hold Path    1
==> cells by family (layout without fill, tap and decap cells) <==
logic type / after synthesis / count (layout)
and+or+nand+nor: 73 / 73
DFF: 54 / 54
xor gates and xnor gates: 24 / 24
AOI/OAI and AO/OA: 22 / 22
buffers and inverters: 19 / 60
adders and majority gates: 7 / 7
muxes: 1 / 1
==> stage by stage <==
stage | util | worst slack [ns] | instances | total power [mW]
after floorplan | - | 2.34 | 200 | 0.598
after global placement | 0.259 | 1.62 | 369 | 0.625
after detailed placement | 0.259 | 1.58 | 369 | 0.625
after CTS | 0.269 | 1.53 | 377 | 1.00
after global routing | 0.269 | 1.49 | 377 | 1.03
final | 0.269 | 1.60 | 377 | 0.984
==> registers in the layout, indices dropped and copies added (netlist names) <==
name,count
b,4
col_addr,10
g,4
h_count,10
hs,1
r,4
rdn,1
row_addr,9
v_count,10
vs,1
==> where the power goes <==
part	total [mW]	internal, mW	switching (mW)
clock network	0.373	0.194	0.179
registers	0.579	0.574	0.00492
logic	0.0327	0.0228	0.00988
total	0.984	0.791	0.194
==> final timing paths <==
path	from	to
worst min register to register	h_count[0]$_SDFF_PP0_	col_addr[0]$_DFF_P_
worst min-delay path	h_count[0]$_SDFF_PP0_	col_addr[0]$_DFF_P_
worst max register to register	h_count[1]$_SDFF_PP0_	v_count[5]$_DFFE_PN0P_
min in group asynchronous	clrn	v_count[0]$_DFFE_PN0P_
worst max-delay path	rdn$_DFF_P_	rdn
max in group asynchronous	clrn	v_count[8]$_DFFE_PN0P_
==> Yosys cell counts, types with 3 or more instances <==
master,count,area (µm²)
sky130_fd_sc_hd__o41ai_1,3,26.3
sky130_fd_sc_hd__nand2_1,7,26.3
sky130_fd_sc_hd__nor2b_1,14,87.6
sky130_fd_sc_hd__xor2_1,16,140
sky130_fd_sc_hd__dfrtp_1,10,250
sky130_fd_sc_hd__and3_1,4,25.0
sky130_fd_sc_hd__buf_2,3,15.0
sky130_fd_sc_hd__o21ai_0,3,15.0
sky130_fd_sc_hd__xnor2_1,8,70.1
sky130_fd_sc_hd__dfxtp_1,44,881
sky130_fd_sc_hd__inv_1,5,18.8
sky130_fd_sc_hd__a31oi_1,3,18.8
sky130_fd_sc_hd__nor3_1,5,25.0
sky130_fd_sc_hd__buf_4,6,45.0
sky130_fd_sc_hd__a21oi_1,7,35.0
sky130_fd_sc_hd__and4_1,3,26.3
sky130_fd_sc_hd__nand3_1,8,40.0
sky130_fd_sc_hd__ha_1,7,87.6
sky130_fd_sc_hd__nand4_1,7,43.8
sky130_fd_sc_hd__nor2_1,10,37.5
sky130_fd_sc_hd__buf_6,3,33.8
==> final cells by class <==
| cell class | instances | area, µm² | area share |
|---|---|---|---|
| sequential | 54 | 1130 | 0.403 |
| multi-input combinational | 127 | 905 | 0.323 |
| timing repair buffer | 47 | 470 | 0.168 |
| tap | 136 | 170 | 0.0607 |
| clock buffer | 5 | 68.8 | 0.0245 |
| clock inverter | 3 | 40.0 | 0.0143 |
| inverter | 5 | 18.8 | 0.00669 |
==> layer usage <==
metal,vias to the layer above,global-route usage
met3,4,0.0161
met5,-,0
met2,46,0.0877
li1,764,-
met1,706,0.0813
met4,0,0.00863
Power is estimated from default activity; no workload was simulated.
